File: design.v
module router_fifo
  #(
    parameter bit BypassEnable = 1'b1,
    parameter int unsigned Depth = 4,
    parameter int unsigned Width = 8
    )
  (
   input logic clk,
   input logic rst,
   input logic rdreq,
   input logic wrreq,
   input logic [Width-1:0] data_in,
   output logic empty,
   output logic full,
   output logic [Width-1:0] data_out
   );
  logic [Depth-1:0][Width-1:0] mem;
  logic [$clog2(Depth+1)-1:0] head;
  logic [$clog2(Depth+1)-1:0] head_next;
  logic [Depth-1:0] tail;
  logic [Depth:0] used;
  logic valid_read;
  logic valid_write;
  logic [Width-1:0] data_out_nobypass;
  genvar g_i;
  assign valid_read = rdreq & ~empty;
  assign valid_write = BypassEnable & empty ? wrreq & ~rdreq : wrreq & ~full;
  assign data_out = BypassEnable & empty ? data_in : data_out_nobypass;
  assign head_next = head == (Depth - 1'b1) ? '0 : head + 1'b1;
  always_ff @(posedge clk) begin
    if (rst) begin
      head <= '0;
    end else if (valid_read) begin
      head <= head_next;
    end
  end
  always_ff @(posedge clk) begin
    if (rst) begin
      tail[Depth-1:1] <= '0;
      tail[0] <= 1'b1;
    end else if (valid_write) begin
      tail[Depth-1:1] <= tail[Depth-2:0];
      tail[0] <= tail[Depth-1];
    end
  end
  always_ff @(posedge clk) begin
    if (rst) begin
      used[Depth:1] <= '0;
      used[0] <= 1'b1;
    end else begin
      if (valid_write & ~valid_read) begin
        used[Depth:1] <= used[Depth-1:0];
        used[0] <= 1'b0;
      end else if (~valid_write & valid_read) begin
        used[Depth-1:0] <= used[Depth:1];
        used[Depth] <= 1'b0;
      end
    end
  end
  assign empty = used[0];
  assign full = used[Depth];
  for (g_i = 0; g_i < Depth; g_i++) begin : gen_fifo_write
    always_ff @(posedge clk) begin
      if (rst) begin
        mem[g_i] <= '0;
      end else if (valid_write & tail[g_i]) begin
        mem[g_i] <= data_in;
      end
    end
  end
  assign data_out_nobypass = mem[head];   
endmodule
File: run.sh
#!/bin/bash
# OpenROAD 26Q1-2900-gdf79404cd8, Yosys 0.63+post, stock flow scripts
make -C /OpenROAD-flow-scripts/flow DESIGN_CONFIG=/design/flow/config.mk WORK_HOME=/design/flow/orfs finish
File: config.mk
export PLATFORM = sky130hd
export DESIGN_NAME = router_fifo
export DESIGN_NICKNAME = router_fifo
export VERILOG_FILES = /design/flow/design.v
export SDC_FILE = /design/flow/constraint.sdc
export NUM_CORES = 4
export LEC_CHECK = 1
export CORE_UTILIZATION = 50
File: constraint.sdc
current_design router_fifo

set clk_period 3.3
set clk_io_pct 0.2

create_clock -name clk0 -period $clk_period [get_ports {clk}]

set non_clock_inputs [all_inputs -no_clocks]
set_input_delay [expr $clk_period * $clk_io_pct] -clock clk0 $non_clock_inputs
set_output_delay [expr $clk_period * $clk_io_pct] -clock clk0 [all_outputs]
==> run notes <==
### Die
* 52.0% — floorplan utilization
* 66.5 um — die boundary height
* 23 — Placement Rows
* 4000 um2 — Std-Cell Core Area
* 22 — Ports
* 4420 um2 — die area
* 66.5 um — Horiz. Die Dim

### Synth
* 44 — number of flip-flops and latches in the synthesized netlist
* nand2b_1 — Yosys top cell by instances
* 191 — post-synthesis instance total
* 0 — post-synth tally of flip-flops with integrated enable
* dfxtp_1 — library cell occupying the most area in the post-synthesis netlist
* dfxtp_1 (42%), mux2i_1 (17%), nand2b_1 (14%), mux4_2 (8.7%), a22o_1 (3.4%) — Main area contributors
* 42.3% — share of the yosys chip area belonging to registers
* dfxtp_1 — main flop type
* 191 — number of cell instances after yosys synthesis
* 0% — asr flop ratio synth
* 24 — number of distinct library cells after synthesis
* 2080 um2 — total standard cell area after synthesis
* 1 — count of warnings emitted by yosys
* 2080 um2 — chip area estimate from yosys synthesis
* 42.3% — share of Yosys cell area claimed by the top area cell type
* 10.9 um2 — Syn Area/Cell
* nand2b_1 (46), dfxtp_1 (44), mux2i_1 (35), a22o_1 (8), mux4_2 (8) — leading post-synthesis cells by instance count

### Routing
* 1,442 — detailed-route via count
* 16.0 um — routed length per instance
* 4 — router iterations before antenna repair
* 0 — DR DRC count
* 0 — final antenna diode count
* 5.52 — vias per cell
* 0 — count of nets left with antenna violations after detail routing
* 4160 um — aggregate routed wire length
* 46 — Initial DRC Count

### Critical path
* dfxtp_1 — slowest library cell on the worst path
* buf_4, mux4_2, a22o_1, clkdlybuf4s50_1 — crit-path cells
* 2180 ps — arrival time worst endpoint
* 8 — maximum fanout encountered on the critical timing path
* 570 ps — max incr delay on CP
* flop to primary output — critical path start-end classification
* flop — kind of start point of the critical path
* 2640 ps — required time worst endpoint
* primary output — Worst Setup End Kind

### Clock tree
* 2 — H-tree Lvls
* 0 — number of hold buffers added after cts
* 80 ps — Clock Pin Slew Worst Setup and Hold Paths
* 44 — CTS sink cnt
* 0 — Gates resized, CTS repair
* 0 — post-CTS repair timing setup buffer count
* yes — clock tree from TritonCTS
* clkbuf_8 — cell chosen for the clock root
* 290 ps — clock latency (worst-skew pair)
* 2 — number of buffers on the longest clock path
* 5 — total CTS buffers

### Pwr
* 452 nW/um2 — power density over cell area
* 1.04 nW — LEAKAGE
* 269 uV — Peak VDD IR

### STA
* 0 — final hold violation count
* false — setup repair after global routing missed its margin
* 0.352 GHz — top achievable clock speed
* 2840 ps — crit path time final
* 471 ps — Min Hold Slack
* 0 — final setup fails
* 713 ps — slew of the pin with the lowest slew margin
* 86.1% — post-route fraction of the period consumed by the critical path
* 52.4% — max_slew headroom
* 2.51 ps — Fin Clk Skew
* 0 — total count of max-transition violations in the final report
* 0 ps — setup total negative slack

### Global route
* 0 — antenna violations before repair
* 21.2% — All-Layer GR Usage
* 1,336 — vias in the first global route
* 0 — final global-route overflow total
* 56 — maximum number of pins on one net before global-route repair
* 6610 um — global-route wire length before repair

### Placed design
* 21 — Port Buffer Count
* 2630 um — half-perimeter wire length after detailed placement
* 0.776 — routability-driven placement congestion ratio

### Run
* 0 — max-capacitance violation count
* 27 — number of warning messages in the logs

### Cells and area
* 11.8% — fraction of layout instances using a drive strength above 1
* 16.3% — area growth from synthesis to final layout

### Run status
* complete, no violations — result of the run

### Min path
* flop to flop — hold crit path type

==> flip-flops by register name, summed over array words and instances, names as in the netlist <==
register / cells
head: 3
mem: 32
tail: 4
used: 5
==> where the power goes <==
group	leakage, nW	switching (mW)	internal (mW)
Clock	0.0503	0.179	0.187
Combinational	0.631	0.0702	0.0961
Sequential	0.357	0.0135	0.549
==> through the flow <==
stage / power (mW) / util (%) / area [um2] / cells / worst slack (ps)
2_1_floorplan: 0.673 / - / 2080 / 191 / 1340
6_report: 1.09 / 60.5 / 2420 / 261 / 459
5_1_grt: 1.14 / 60.5 / 2420 / 261 / 328
3_5_place_dp: 0.741 / 58.1 / 2320 / 254 / 695
4_1_cts: 1.10 / 60.5 / 2420 / 261 / 426
3_3_place_gp: 0.737 / 58.1 / 2320 / 254 / 727
==> cells by family after synthesis <==
kind of cell             share of synthesized area, %
AND/OR/NAND/NOR                                  18.3
multiplexers                                     27.8
flip-flops                                       42.3
AND-OR/OR-AND                                    6.13
buffers and inverters                            3.61
adder cells (fa/ha/maj)                          1.80
==> worst paths after layout <==
kind / from / end / slack [ps] / cells past startpoint
max: head[1]$_SDFFE_PP0P_ / data_out[5] / 460 / 4
min: head[2]$_SDFFE_PP0P_ / head[2]$_SDFFE_PP0P_ / 470 / 2
max reg2reg: used[0]$_SDFFE_PP1P_ / used[2]$_SDFFE_PP0P_ / 1160 / 8
min reg2reg: head[2]$_SDFFE_PP0P_ / head[2]$_SDFFE_PP0P_ / 470 / 2
==> final cells by class <==
type	count	area, um2
clock buffers	7	96.3
inverters	2	7.51
flip-flops and latches	44	881
repair buffers	26	248
multi-input cells	132	1120
well taps	50	62.6
fillers	320	1580
==> cells in the final DEF, fill, tap and decap left out, drive strengths merged <==
cell	Yosys	layout
nand2b	46	46
dfxtp	44	44
mux2i	36	36
clkdlybuf4s50	0	21
mux4	8	8
a22o	8	8
clkbuf	7	7
a21oi	5	5
buf	6	5
nand3	5	5
nor2	4	4
nand2	4	4
o22ai	3	3
mux2	3	3
ha	3	3
inv	2	2
and3	2	2
nand3b	2	2
nor2b	1	1
a211o	1	1
o21ai	1	1
==> routing by layer <==
| metal | global-route usage [%] | routed length (um) | up-vias |
|---|---|---|---|
| met5 | 0 | 0 | - |
| met4 | 1.86 | 37 | 0 |
| met3 | 5.56 | 167 | 4 |
| met2 | 30.9 | 1890 | 29 |
| met1 | 34.2 | 2060 | 697 |
| li1 | - | - | 712 |
==> worst max-delay path: cells and delay by family, from the launching register on <==
kind            cells  cell delay [ps]
compound gates      1              210
buf+inv             2              600
flops               1              570
mux                 1              500
Power and IR drop assume default switching activity.
